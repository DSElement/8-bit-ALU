### flow/run.sh
#!/bin/bash
# OpenROAD 26Q1-2900-gdf79404cd8, Yosys 0.63+post, stock flow scripts
make -C /OpenROAD-flow-scripts/flow DESIGN_CONFIG=/design/flow/config.mk WORK_HOME=/design/flow/orfs finish
### flow/config.mk
export PLATFORM = sky130hd
export DESIGN_NAME = add_sub
export DESIGN_NICKNAME = add_sub
export VERILOG_FILES = /design/flow/design.v
export SDC_FILE = /design/flow/constraint.sdc
export NUM_CORES = 4
export LEC_CHECK = 1
export CORE_AREA = 10 10 70 70
export DIE_AREA = 0 0 80 80
### flow/constraint.sdc
current_design add_sub

set clk_period 6.4
set clk_io_pct 0.2

create_clock -name clk0 -period $clk_period

set non_clock_inputs [all_inputs -no_clocks]
set_input_delay [expr $clk_period * $clk_io_pct] -clock clk0 $non_clock_inputs
set_output_delay [expr $clk_period * $clk_io_pct] -clock clk0 [all_outputs]
### flow/design.v
module add_sub #(parameter WIDTH = 9) (
    input wire [WIDTH-1:0] a,
    input wire [WIDTH-1:0] b,
    input wire sub,   
    output wire [WIDTH-1:0] sum
);
    wire [WIDTH-1:0] b_xor_sub;
    wire carry_in;
    wire [WIDTH:0] carry;   
    assign carry[0] = sub;  
    genvar i;
    generate
        for (i = 0; i < WIDTH; i = i + 1) begin : gen_adders
            xor (b_xor_sub[i], b[i], sub);  
            full_adder fa (
                .a(a[i]),
                .b(b_xor_sub[i]),
                .cin(carry[i]),
                .s(sum[i]),
                .cout(carry[i+1])
            );
        end
    endgenerate
endmodule
module full_adder (
    input wire a,
    input wire b,
    input wire cin,
    output wire s,
    output wire cout
);
    wire w1, w2, w3;
    xor (w1, a, b);
    xor (s, w1, cin);
    and (w2, a, b);
    and (w3, w1, cin);
    or  (cout, w2, w3);
endmodule
==> run notes <==
The synthesis and place-and-route flow finished, so here is a summary.

The final power report lists total power as 73.59 µW. The hold buffer count at cts came out at 0. Overall routing resource usage recorded by global route was around 3.0%. The warning count from the yosys run came out at 0. For this run, the detailed router's first-pass iteration total came to 2.

The final estimated routing congestion in global placement came out at ~0.77. The area fraction of the largest cell type after synthesis is 36.36%. The register share after synthesis came out at 0%. The die footprint is approximately 0.0064 mm². The initial antenna violation count came out at 0. The total detailed-routing wirelength is ~1000 µm. The count of buffers added by post-CTS timing repair for setup came out at 0. By area the synthesized netlist is led by fa_1, xnor2_1, buf_4, inv_1, xnor2_2. The DRC violation count after routing is 0. The worst hold path begins at a[0]. The area added between synthesis and finish is 79.87%. The aggregate global routing overflow is 0.

The layout summary lists the proportion of cells stronger than drive strength 1 as roughly a fifth. The count of port buffers added during placement came out at 28. The horizontal extent of the die came out at 80 µm. The classification of the worst setup path is in -> out. The clock period minus final worst setup slack is 6.187 ns. The total of endpoints with negative setup slack in the final report is 0. The flow ran to the end, and the final reports show no timing, DRC or antenna violations. The biggest area consumer among synthesized cells is fa_1. The count of final hold-check violations came out at 0. The number of antenna-violating nets in the routed design is 0. The total via count in the routed design is roughly 300. The height of the die is around 80 µm. The final core utilization came out at between 20 and 25%. The static leakage is ~0.0003 µW. The max-slew headroom at the worst pin came out at between 80% and 90%. The area of the mapped netlist came out at between 300 and 400 µm². The core utilization before placement is between 10% and 20%. The launch point of the critical path was reported as a[1]. The number of slew-limit violations in the final report is 0. The number of cells reported by Yosys stat comes to around 43. Detailed-route iteration 0 reported a violation count of 2. In this run the worst hold path is classified as in -> out.

The per-instance average area after synthesis came out at around 9 µm². The total power divided by cell area came out at between 100 and 150 mW/mm². The gate-level netlist out of Yosys references 8 unique cell types. The number of sequential cells is 0. The via count of the first global-routing pass is roughly 350.

The number of maximum-capacitance violations recorded for the run is 0. The core box area came out at roughly 0.0034 mm². The number of fillers in the final layout is 388. The cell count after synthesis came out at 43. The post-route clock period utilization is between 90% and 100%. The HPWL after detailed placement is ~900 µm.

The combinational cell area excluding buffers and inverters came out at 286.5 µm². The synthesis area per yosys came out at 385.4 µm². The measured slew at the worst slew-check pin came out at 0.2159 ns. The diode insertion count for antenna repair is 0. The pin count of the biggest net entering global routing came out at 8.

The category of the worst setup path launch point is an input port. The total of clock buffers placed in the layout came out at 0. The data arrival time of the critical path is about 4.9 ns.

Setup repair after global routing left no endpoint under its margin. The maximum vdd drop came out at between 0.03 and 0.04 mV. The detail-routed net length per standard cell came out at 8.900 µm. STA classifies the critical path endpoint as an output pin. The I/O pin count came out at 28.

The global-route wire length before repair is approximately 1.6 mm. The total number of warnings across the stage logs came out at 32. The critical path maximum fanout is 1. The combined flip-flop and latch cell area is 0 µm².

In the routed layout, each cell is associated on average with a via count of 2.764. The floorplan has 21 rows. The data required time at the worst endpoint came out at 5.12 ns. Static timing analysis puts the maximum clock frequency at 0.1616 GHz.
area by class of cell:
type / instances / area share (%)
Timing Repair Buffer: 31 / 42.78
Multi-Input combinational cell: 19 / 41.34
Tap cell: 46 / 8.303
Inverter: 14 / 7.581
Yosys cell counts, drive strengths merged:
cell / instances
fa: 7
mux2i: 1
xor2: 1
xnor2: 10
buf: 10
inv: 14
stage by stage:
stage,setup slack [ns],TNS (ns),hold WS [ns],std cells,cell area (µm²)
2_1_floorplan,0.4920,0,2.709,43,385.4
3_3_place_gp,-0.3610,-0.5024,3.611,110,666.9
3_5_place_dp,-0.3760,-0.5199,3.621,110,666.9
4_1_cts,0.002254,0,3.363,110,693.2
5_1_grt,0.03051,0,3.387,110,693.2
6_report,0.2125,0,3.348,110,693.2
where the power goes:
group	leakage [µW]	switching, µW	internal, µW
clock network	0	0	0
registers	0	0	0
logic	0.000299	23.5	50.1
final timing paths:
path / endpoint / slack [ns] / cells after the start
max: sum[8] / 0.21 / 12
min: sum[0] / 3.35 / 4
critical path, stage by stage:
cell and delay, ns:
clkdlybuf4s50_1 0.45, inv_1 0.05, fa_2 0.37, fa_2 0.39
fa_2 0.35, fa_2 0.35, fa_2 0.41, fa_2 0.39
fa_2 0.36, xnor2_2 0.17, xnor2_1 0.13, clkdlybuf4s15_1 0.20
cell families after synthesis:
| kind of cell | synth area share (%) |
|---|---|
| mux | 2.598 |
| buf+inv | 34.09 |
| fa+ha+maj | 36.36 |
| xor+xnor | 26.95 |
metal layers:
| metal | part of all wire, % | GRT usage (%) |
|---|---|---|
| met1 | 51 | 4.595 |
| met2 | 28 | 3.451 |
| met3 | 21 | 2.045 |
| met4 | 0 | 0 |
| met5 | 0 | 0 |
cell usage in the layout, fill, tap and decap left out:
master	count
inv_1	14
xor2_1	1
clkdlybuf4s15_1	1
buf_4	3
fa_2	7
xnor2_2	3
dlygate4sd2_1	5
clkdlybuf4s50_1	22
xnor2_1	7
mux2i_1	1
repair_timing:
action	CTS	global route
pin swaps	8	4
gates resized	16	0
endpoints found under the setup margin	2	2
Power and IR drop assume default switching activity.
