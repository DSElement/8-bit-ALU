**design/flow/run.sh**
```bash
#!/bin/bash
# OpenROAD 26Q1-2900-gdf79404cd8, Yosys 0.63+post, stock flow scripts
make -C /OpenROAD-flow-scripts/flow DESIGN_CONFIG=/design/flow/config.mk WORK_HOME=/design/flow/orfs finish
```
**design/flow/config.mk**
```make
export PLATFORM = sky130hd
export DESIGN_NAME = mux
export DESIGN_NICKNAME = mux
export VERILOG_FILES = /design/flow/design.v
export SDC_FILE = /design/flow/constraint.sdc
export NUM_CORES = 4
export LEC_CHECK = 1
export CORE_AREA = 10 10 70 70
export DIE_AREA = 0 0 80 80
```
**design/flow/constraint.sdc**
```tcl
current_design mux

set clk_period 1.0
set clk_io_pct 0.2

create_clock -name clk0 -period $clk_period

set non_clock_inputs [all_inputs -no_clocks]
set_input_delay [expr $clk_period * $clk_io_pct] -clock clk0 $non_clock_inputs
set_output_delay [expr $clk_period * $clk_io_pct] -clock clk0 [all_outputs]
```
**design/flow/design.v**
```verilog
module mux #(
    parameter WIDTH = 16,      
    parameter N = 4            
)(
    input wire [N*WIDTH-1:0] in,  
    input wire [$clog2(N)-1:0] sel,
    output wire [WIDTH-1:0] out
);
    assign out = in[sel*WIDTH +: WIDTH];
endmodule
```
==> results.txt <==
impl run done, here's what came out: Distinct lib cells used 5, Routed Antenna Nets 0, gr usage total 8.42%, Vias 604, layout cells sized above 1 37.9%, Setup Crit Path Kind in2out, Wirelength per Cell 18.8 um, Layout Area Growth over Synthesis 181%, site row count 21, Mean Syn Cell Area 21.2 sq um, TritonRoute pass-1 iters 2, post-DP HPWL 2.38 mm, Synth area leader mux4_2, Tcrit/Tclk final 125%, final tally of max-slew violations 0, Hold Crit Depth 3, max-cap violation count 0, Setup crit start kind input port, overall power 0.000424 W, hold slack final 0.886 ns, YS chip area 424 sq um, failing checks negative setup slack, hold endpoint out[12], slew margin rel. 90.9%, final worst slack -0.249 ns, GP Congestion 0.813, Die W 80 um, initial antenna violation count 0, Initial DRC Count 2, slowest stage delay, CP 0.50 ns, static leakage power 0.566 nW, area share of the largest cell type after synthesis 53.1%, top cells by count mux4_2, mux4_1, buf_2, vias per cell 4.05, Post-synth seq share 0%, hold-fix buffers at CTS 0, Reg area 0 sq um, first-pass GRT wire length 4.27 mm, Mapped Area 424 sq um, OpenROAD warning count 35, Worst Path Required 0.80 ns, die footprint 6400 sq um, Cell Pwr Density 356 nW/um^2, fmax 0.801 GHz, number of inserted diodes 0, crit path buf inv count 3, Top delay family on crit path multiplexers, Hold Path Class in2out, FP Util 12.4%, Mapped Cells 20, largest net degree at the start of global routing 9, # Cells Yosys 20, final wirelength 2.79 mm, clkbuf count 0, RSZ-0062 raised after global routing true, Cell area leaders mux4_2, mux4_1, buf_12, fin crit period 1.25 ns, # Post-CTS Setup Buffers 0, PortBufs 82, worst-case vdd ir drop 0.000112 V, Hold Crit Start in[60], grt total ovfl 0, slowest CP cell mux4_2, Die Y 80 um, vias in the first global route 795, crit path cell chain buf_12 > buf_12 > mux4_2 > buf_2, CP Max Fanout 6, Top Ports 82, outcome complete, but fails checks, Top cell by count, worst path buf_12, DRC violations left 0, Placeable Area 3420 sq um, final setup fails 16, Ys Warns 0, layout sequential cell count 0, Synth top cell by count mux4_2, final hold violation count 0, crit path DAT 1.05 ns, Worst Tran Pin Value 0.138 ns, CP endpoint kind output port
## metal layers
layer	vias to the layer above	global-route usage, %	share of wire, %
li1	274	-	-
met1	267	9.32	38
met2	63	13.6	42
met3	0	6.14	20
met4	0	0	0
met5	-	0	0
## worst max path at each step
stage      start     end  slack, ns  cells past startpoint
4_1_cts   sel[0]  out[9]      -0.26                      4
5_1_grt   sel[0]  out[1]      -0.28                      4
6_report  sel[0]  out[6]      -0.25                      4
## final cells by class
cell class	instances	area, sq um
fill	385	2220
timing repair buffer	87	776
multi-input combinational	16	360
tap	46	57.6
## report_power, final
part | internal [W] | leakage (nW) | switching [W]
Clock | 0 | 0 | 0
Combinational | 0.000319 | 0.566 | 0.000106
Sequential | 0 | 0 | 0
Total | 0.000319 | 0.566 | 0.000106
## timing repair
| action | 4_1_cts | 5_1_grt |
|---|---|---|
| gates cloned | 2 | 0 |
| endpoints found under the setup margin | 16 | 16 |
| resized | 132 | 3 |
| pin swaps | 0 | 0 |
## metrics by stage
step	std cells	TNS (ns)	util, %	area (sq um)	setup WS, ns
after global routing	149	-4.19	34.9	1190	-0.280
after CTS	149	-3.85	35.0	1200	-0.260
final	149	-3.65	34.9	1190	-0.249
after floorplan	20	-0.880	-	433	-0.0880
after detailed placement	147	-17.05	38.3	1310	-1.11
after global placement	147	-16.86	38.3	1310	-1.10
## logic make-up (layout without fill, tap and decap cells)
kind of cell  Yosys count  count (layout)  synth area share (%)
mux                    16              16                  90.3
buf+inv                 4              87                  9.73
## layout by cell type (no fill, tap or decap), drive strengths merged
cell	netlist	final
mux4	16	16
dlygate4sd2	0	64
buf	4	23
Power is estimated from default activity; no workload was simulated.
