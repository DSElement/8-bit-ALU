File: design/flow/run.sh
#!/bin/bash
# OpenROAD 26Q1-2900-gdf79404cd8, Yosys 0.63+post, stock flow scripts
make -C /OpenROAD-flow-scripts/flow DESIGN_CONFIG=/design/flow/config.mk WORK_HOME=/design/flow/orfs finish
File: design/flow/config.mk
export PLATFORM = sky130hd
export DESIGN_NAME = shifter
export DESIGN_NICKNAME = shifter
export VERILOG_FILES = /design/flow/design.v
export SDC_FILE = /design/flow/constraint.sdc
export NUM_CORES = 4
export LEC_CHECK = 1
export CORE_AREA = 10 10 70 70
export DIE_AREA = 0 0 80 80
File: design/flow/constraint.sdc
current_design shifter

set clk_period 1.0
set clk_io_pct 0.2

create_clock -name clk0 -period $clk_period

set non_clock_inputs [all_inputs -no_clocks]
set_input_delay [expr $clk_period * $clk_io_pct] -clock clk0 $non_clock_inputs
set_output_delay [expr $clk_period * $clk_io_pct] -clock clk0 [all_outputs]
File: design/flow/design.v
module shifter #(parameter WIDTH = 17) (
    input wire [WIDTH-1:0] in,
    input wire direction,   
    output wire [WIDTH-1:0] out
);
    wire [WIDTH-1:0] left_shift;
    wire [WIDTH-1:0] right_shift;
    wire n_direction;
    not (n_direction, direction);
    assign right_shift[WIDTH-1] = in[WIDTH-1];  
    assign left_shift[0] = 1'b0;                 
    genvar i;
    generate
        for (i = 0; i < WIDTH-1; i = i + 1) begin : right_loop
            assign right_shift[i] = in[i+1];
        end
        for (i = 1; i < WIDTH; i = i + 1) begin : left_loop
            assign left_shift[i] = in[i-1];
        end
        for (i = 0; i < WIDTH; i = i + 1) begin : mux_loop
            wire left_and_dir, right_and_ndir;
            and (left_and_dir, left_shift[i], direction);
            and (right_and_ndir, right_shift[i], n_direction);
            or  (out[i], left_and_dir, right_and_ndir);
        end
    endgenerate
endmodule
==> changes_impl.md <==
### Physical design

* Cell Area, Synth at 261.5 sq um
* Tally of OpenROAD warnings at 34
* Final Cycle Share at 116.5%
* Area Overhead vs Synth at 169.9%
* Worst setup EP type: output port
* Ys cells at 20
* CP startpoint kind: input port
* Vias in the first global route at 331
* Chip Width at 80 um
* Initial antenna violation count at 0
* DRT Pass-1 Iters at 1
* Num rows at 21
* Worst-Margin Slew at 0.08655 ns
* RSZ-0062 raised after global routing: yes
* Worst relative slew slack at 94.23%
* Die height at 80 um
* VDD IR max at 140.2 uV
* Top comb family, area: multiplexers
* Gate count of the mapped netlist at 20
* Global Route Usage Sum at 3.556%
* Post-synth mux share at 81.82%
* Residual DRC at 0
* F_max at 858.0 MHz
* Diodes inserted at 0
* Final Setup Violations at 16
* Cts hold-fix bufs at 0
* Synthesis Warnings at 0
* Clk_buf instances at 0
* Source of the worst hold timing path: in[0]
* IO Count at 35
* Core area at 3416 sq um
* Total of max-cap violations at 0
* FP Util at 7.656%
* Wire per inst at 11.53 um
* Sequential Area at 0 sq um
* Antenna-violating nets left at 0
* Vias at 297
* DP Area at 650.6 sq um
* Placed Cells at 99
* Yosys adder share at 0%
* Vias per std cell at 2.856
* Violation tally from detailed-route iteration zero at 0
* Buffers on Ports at 35
* Failing checks: setup timing
* Chip area at 6400 sq um
* Register share after synthesis at 0%
* Type of the tightest min-delay check: input port to output port
* Gr ovfl total at 0
* Hold Vio Cnt, Final at 0
* Setup slack after layout at -0.1655 ns
* Post-Layout Cell Count at 104
* Status: finished, violations left
* Gp weighted congestion at 0.6893
* Hold Path Depth at 3
* Yosys Chip Area at 261.5 sq um
* Synth Area per Inst at 13.08 sq um
* WP data arrival at 0.97 ns
* Hold path endpoint: out[1]
* Crit Path Class: input port to output port
* Pin count of the biggest net entering global routing at 7
* Simple share at 3.349%
* Total power at 281.8 uW
* Unique cell types at 6
* Final Critical Period at 1.165 ns
* Post-route cell area at 705.7 sq um
* Crit Path Max Fanout at 6
* Final core utilization at 20.66%
* Yosys aoi share at 0%
* Power Dens Cells at 399.4 nW/um^2
* Xor/xnor share at 0%
* Share of cells above drive strength 1 at 70.69%
* Setup_tns at -1.253 ns
* Fin. max-slew vios at 0
* Flip-flops at 0
* First-pass GRT wire length at 1863 um
* WP data required at 0.80 ns
* Lkg Pwr at 0.3644 nW
* WL final at 1199 um
[timing repair]
| action | CTS | global route |
|---|---|---|
| setup endpoints to repair | 17 | 16 |
| gates cloned | 2 | 0 |
| resized | 83 | 13 |
| setup buffers | 4 | 0 |
[where the power goes]
part	total, mW	internal (mW)	switching (mW)
logic	0.282	0.212	0.0701
registers	0	0	0
clock network	0	0	0
[layout make-up]
cell class / count / area, sq um
well taps: 46 / 57.56
multi-input cells: 17 / 245.2
fillers: 392 / 2710
repair buffers: 41 / 402.9
[critical path: stages]
cell and delay [ns]:
buf_12 0.11, buf_16 0.13, buf_8 0.12, mux2_4 0.29, buf_6 0.11
[stage by stage]
stage	hold WS (ns)	setup WS [ns]
2_1_floorplan	0.4977	0.03803
3_3_place_gp	1.417	-0.8606
3_5_place_dp	1.420	-0.8510
4_1_cts	0.8132	-0.1645
5_1_grt	0.8363	-0.1818
6_report	0.8088	-0.1655
[per-layer routing]
layer	vias to the layer above	GRT usage [%]	wire length, um
met2	22	5.056	459
met4	0	0	0
met1	124	5.142	592
met3	0	1.477	146
li1	151	-	-
met5	-	0	0
[cell usage after synthesis, drive strengths merged]
master | instances | area share (%)
and2b | 1 | 3.3
buf | 3 | 15
mux2 | 16 | 82
[placed cells by master (no fill, tap or decap)]
cell,count
buf_2,10
and2b_2,1
mux2_4,15
buf_8,1
mux2_2,1
buf_12,3
buf_16,1
buf_6,9
dlygate4sd2_1,17
[kinds of logic after synthesis]
kind of cell           Yosys count
buffers and inverters            3
multiplexers                    16
AND/OR/NAND/NOR                  1
[worst max-delay path by stage]
| stage | start | endpoint | slack [ns] |
|---|---|---|---|
| CTS | direction | out[10] | -0.16 |
| finish | direction | out[10] | -0.17 |
| global route | direction | out[4] | -0.18 |
Power and IR drop assume default switching activity.
